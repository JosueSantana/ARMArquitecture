File: /design/flow/run.sh
#!/bin/bash
# OpenROAD 26Q1-2900-gdf79404cd8, Yosys 0.63+post, stock flow scripts
make -C /OpenROAD-flow-scripts/flow DESIGN_CONFIG=/design/flow/config.mk WORK_HOME=/design/flow/orfs finish
File: /design/flow/config.mk
export PLATFORM = sky130hd
export DESIGN_NAME = mux_4x1
export DESIGN_NICKNAME = mux_4x1
export VERILOG_FILES = /design/flow/design.v
export SDC_FILE = /design/flow/constraint.sdc
export NUM_CORES = 4
export LEC_CHECK = 1
export CORE_AREA = 10 10 76 76
export DIE_AREA = 0 0 86 86
File: /design/flow/constraint.sdc
current_design mux_4x1

set clk_period 1.1
set clk_io_pct 0.2

create_clock -name clk0 -period $clk_period

set non_clock_inputs [all_inputs -no_clocks]
set_input_delay [expr $clk_period * $clk_io_pct] -clock clk0 $non_clock_inputs
set_output_delay [expr $clk_period * $clk_io_pct] -clock clk0 [all_outputs]
File: /design/flow/design.v
module mux_4x1(output reg [31:0] Y, input [1:0] S, input [31:0] I0, I1, I2, I3);
always @(S, I0,I1,I2,I3)
	case (S)
		2'b00: Y=I0;
		2'b01: Y=I1;
		2'b10: Y=I2;
		2'b11: Y=I3; 
	endcase
endmodule
==> summary.txt <==
Physical implementation.

- The placed instances occupy a cell area of 0.00247 mm^2.
- The number of placed I/O pins is roughly 160.
- The via count of the first global-routing pass is between 1000 and 1500.
- The final count of negative-setup-slack endpoints is 32.
- The floorplan step records an initial core utilization of 19.8%.
- The cell count in the Yosys report is 39.
- At the end of routability-driven placement, the weighted congestion stood at 0.888.
- The cell-mix breakdown from Yosys lists the XOR/XNOR area share as 0%.
- The number of distinct standard cells referenced by the synthesized netlist is 5.
- The horizontal extent of the die is approximately 86 um.
- Per the detailed-route log, wirelength across all metal layers totals approximately 6100 um.
- The synthesized netlist devotes 0% of its cell area to adder and majority cells.
- The proportion of netlist area held by the largest area contributor is between 80% and 90%.
- The most critical setup path has its endpoint at Y[31].
- STA classifies the critical path endpoint as a primary output.
- Grouping non-sequential cells by family puts the most area in multiplexers.
- Once layout is done, the placed cells without fillers occupy about 0.0023 mm^2.
- The final cycle utilization of the critical path is 125%.
- The maximum single-stage delay on the critical path is 0.47 ns.
- The proportion of power drawn by the clock network is 0%.
- The final reports fail on negative setup slack.
- The buffer-and-inverter tally for the worst setup path is 4.
- The library cell contributing the largest single delay on the critical path is mux4_2.
- The total area inside the core boundary comes to between 0.004 and 0.005 mm^2.
- According to the cell report, flip-flops and latches in the layout number 0.
- The cell area power density is between 300 and 400 mW/mm^2.
- The power report lists cell-internal power as between 0.0005 and 0.0006 W.
- In this run, the synthesized area fraction spent on and/or/nand/nor cells is recorded as 0%.
- The initialized floorplan defines 23 standard-cell rows.
- The required time of the critical path is 0.88 ns.
- The count of hold-fix buffers inserted at cts is 0.
- For the pin with the worst max-slew slack, the measured transition is roughly 0.10 ns.
- In the log, the iteration count for the first detailed-route pass is 4.
- Counting the warning lines in the Yosys log gives 1.
- The flow measured a signed area growth from synthesis to layout of 186%.
- The startpoint type of the worst setup path is an input port.
- The total track usage is 16.2%.
- The number of cells in the finished layout apart from fillers is around 260.
- The number of antenna violations at the first check in global routing is 1.
- Each instance of the synthesized netlist takes up on average 20.9 um^2.
- The number of violations reported at the end of detailed-routing iteration 0 is ~42.
- The worst path arrival time is approximately 1.2 ns.
- The final count of pins violating max slew is 0.
- Tracing the worst setup path back leads to its startpoint at S[0].
- In the post-route analysis, the smallest setup slack over all paths is -0.279 ns.
- The final layout report lists a clock buffer count of 0.
- Yosys attributes the largest share of cell area to mux4_2, buf_12, mux4_1.
- The area of the die is ~0.0074 mm^2.
- The share of final-layout standard cells stronger than drive strength 1 is around 38%.
- Before any placement, the netlist area is recorded as a little over 800 um^2.
- Timing would allow up to 725 MHz.
- The flow ran to the end, but the final reports show violations.
- Yosys reports a chip area of between 800 and 900 um^2.
- The cell type with the largest total area after synthesis is mux4_2.
- The number of logged tool warnings is 36.
- The largest net degree at the start of global routing is 17.
- The type of the worst setup path is input port to primary output.
- The remaining max-slew budget at the tightest pin is just over 90%.
- For reference, the critical path cell chain is buf_12, buf_16, buf_6, mux4_2, buf_2.
- In this run switching power makes up about a quarter of total power.
- The area taken by sequential standard cells is reported as 0 um^2.
- Broken down by cell family, the worst path's largest delay share belongs to multiplexers.
- The share of cell area taken by muxes after synthesis is approximately nine tenths.
- The first global-routing pass estimated between 8000 and 9000 um of wire.
- The worst hold path belongs to the class input port to primary output.
- The script logs the mean routed wire length per placed instance as around 24 um.
- Per report_power, the combinational group accounts for approximately 100% of the total.
- The count of final hold-check violations is 0.
- The via count of the routed design is roughly 1200.
- The time the worst path needs with I/O delays and setup is ~1.4 ns.
- The number of placed instances with taps included is roughly 250.
- The switching power is 0.000197 W.
- The final layout report lists a filler cell count of about 420.
- The number of buffers added on ports is about 160.
- The number of logic stages on the critical path including buffering is 5.
- According to the dpl log, the detail-placed design has an HPWL of 5290 um.
- The die height is around 86 um.
- Per the post-route antenna check, the number of violating nets is 0.
- The most common cell after layout, fill and taps aside is dlygate4sd2_1.
- By instance count after routing, the leading logic cell types are dlygate4sd2_1, mux4_2, buf_2.
- The critical path maximum fanout is 7.
- Setup repair after global routing could not meet its margin everywhere.
- The complex-gate fraction of the synthesized area is 0%.
- Summing the sequential cell areas from Yosys gives 0% of the chip area.
- Summing all multi-input logic gate instances after layout gives 721 um^2.
- For this run, the detailed router reports a per-instance via density of 4.65.
- Counting every instance in the synthesized netlist gives 39.
- The sequential cell fraction of total power is 0%.
- The highest supply drop recorded on VDD is 0.189 mV.
- The leakage power of the design is approximately 1.1 nW.
- The number of max-cap violations is 0.
- The DRC violation total left in the routed layout is recorded as 0.
- The total overflow left after global routing is 0.
==> how the worst min path moves through the flow <==
stage / start / to / cells after the start
final: I2[30] / Y[30] / 3
after global routing: I2[15] / Y[15] / 3
after CTS: I2[30] / Y[30] / 3
==> Yosys cell counts <==
cell / n
buf_2: 3
mux4_1: 2
mux4_2: 30
buf_6: 1
buf_12: 3
==> power groups by stage <==
stage,combinational (W),clock [W],sequential [W]
5_1_grt,0.000842,0.000000000121,0
4_1_cts,0.000785,0,0
6_report,0.000777,0.000000000122,0
==> routing by layer <==
metal	global-route usage [%]	wire [um]	up-vias
li1	-	-	544
met1	16.2	1890	552
met2	29.5	3230	96
met3	9.25	902	4
met4	0.898	33	0
met5	0	0	-
==> kinds of logic (layout without fill, tap and decap cells) <==
family | count (synthesis) | count (layout)
muxes | 32 | 32
other | 0 | 1
buffers and inverters | 7 | 174
==> worst min-delay path, stage by stage <==
cell	delay, ns
dlygate4sd2_1	0.19
mux4_2	0.21
buf_2	0.09
==> final cells by class <==
class,instances,share of cell area (%)
multi-input cells,32,31.0
well taps,50,2.69
repair buffers,174,66.3
diodes,1,0.107
==> what timing repair did <==
action | in CTS | in global routing
gates cloned | 4 | 0
gates resized | 243 | 2
buffers inserted | 4 | 1
setup endpoints to repair | 32 | 32
==> stage by stage <==
stage               utilization, %  hold WS, ns  worst slack, ns  total power [W]  setup TNS, ns
finish                        56.6        0.922           -0.279         0.000777          -7.14
global route                  56.6        0.941           -0.323         0.000842          -8.33
CTS                           56.1        0.926           -0.288         0.000785          -7.32
detailed placement            60.0         1.34           -0.852         0.000983         -26.63
global placement              60.0         1.34           -0.848         0.000978         -26.37
floorplan                        -        0.526          -0.0316         0.000261         -0.949
Power is estimated from default activity; no workload was simulated.
