[flow/config.mk]
export PLATFORM = sky130hd
export DESIGN_NAME = mux_16x1
export DESIGN_NICKNAME = mux_16x1
export VERILOG_FILES = /design/flow/design.v
export SDC_FILE = /design/flow/constraint.sdc
export NUM_CORES = 4
export LEC_CHECK = 1
export CORE_AREA = 10 10 216 216
export DIE_AREA = 0 0 226 226
[flow/constraint.sdc]
current_design mux_16x1

set clk_period 6.7
set clk_io_pct 0.2

create_clock -name clk0 -period $clk_period

set non_clock_inputs [all_inputs -no_clocks]
set_input_delay [expr $clk_period * $clk_io_pct] -clock clk0 $non_clock_inputs
set_output_delay [expr $clk_period * $clk_io_pct] -clock clk0 [all_outputs]
[flow/design.v]
module mux_16x1(output reg [31:0] Y, input [3:0] S, input [31:0] I0, I1, I2, I3, I4, I5, I6, I7, I8, I9, I10, I11, I12, I13, I14, I15);
	always @(S, I0, I1, I2, I3, I4, I5, I6, I7, I8, I9, I10, I11, I12, I13, I14, I15)
		case (S)
			4'b0000: Y=I0;
			4'b0001: Y=I1;
			4'b0010: Y=I2;
			4'b0011: Y=I3;
			4'b0100: Y=I4;
			4'b0101: Y=I5;
			4'b0110: Y=I6;
			4'b0111: Y=I7;
			4'b1000: Y=I8;
			4'b1001: Y=I9;
			4'b1010: Y=I10;
			4'b1011: Y=I11;
			4'b1100: Y=I12;
			4'b1101: Y=I13;
			4'b1110: Y=I14;
			4'b1111: Y=I15;
		endcase
endmodule
[flow/run.sh]
#!/bin/bash
# OpenROAD 26Q1-2900-gdf79404cd8, Yosys 0.63+post, stock flow scripts
make -C /OpenROAD-flow-scripts/flow DESIGN_CONFIG=/design/flow/config.mk WORK_HOME=/design/flow/orfs finish
==> flow_summary_export.csv <==
group,metric,value,unit
die,core_area,41900,um^2
routing,routed_wl,46500,um
die,rows,75,
clock_tree,cts_setup_buffers,0,
pwr,p_leak,0.00337,uW
die,chipArea,51100,um^2
global_routing,first_global_vias,8339,
place,place_area,10100,um^2
timing,tns,0,ps
min_path,hp-start,"I0[30]",
routing,antenna_left,0,
pwr,swShare,0.392,
timing,worst_pin_slew,855,ps
die,fp.dieH,226,um
yosys,ys_warn_count,1,
setup_path,required,5360,ps
routing,dr.first_iter.drc_count,445,
setup_path,cp-end-kind,"primary output",
place,port_buffers,548,
timing,rsz0062_at_grt,"no",
yosys,yosys-top-cells-area,"a22oi_1, a22o_1, a2111oi_2, nand3_1, a221oi_1",
run,drv_cap,0,
timing,slew_violations,0,
pwr,ir_drop,0.0000250,V
pwr,p_int,416,uW
yosys,yosysChipArea,4100,um^2
yosys,synthesis.area_per_instance,6.75,um^2
routing,via_per_inst,4.82,
setup_path,crit_type,"in -> out",
status,outcome,"complete, no violations",
routing,vias,7883,
clock_tree,cts_resized,0,
cells_and_area,final-seq-area,0,um^2
global_routing,grt_max_degree,49,
setup_path,arrival,4230,ps
yosys,yosysUniqueCellTypes,46,
pwr,p_sw,269,uW
yosys,top_cell,"a22oi_1",
die,die_w,226,um
routing,drtPass1Iterations,7,
timing,max_freq,0.180,GHz
place,gp_congestion,0.941,
cells_and_area,flop-count,0,
routing,wl_per_cell,28.5,um
yosys,top_area_cell,"a22oi_1",
clock_tree,postCtsHoldBufs,0,
global_routing,grt_usage,0.171,
cells_and_area,drive_above_1_share,0.0594,
setup_path,critPathLaunchType,"primary input",
setup_path,critPathLaunch,"S[0]",
setup_path,critPathCapture,"Y[26]",
yosys,syn-instance-count,607,
yosys,ys_seq_share,0,
yosys,yosysCellCount,607,
setup_path,cp_max_fo,42,
place,hpwlAfterDp,38600,um
die,io_pins,548,
cells_and_area,post-route-cell-area,10100,um^2
routing,drc,0,
cells_and_area,clockBufferCount,0,
die,fp_util,0.0976,
cells_and_area,syn_to_final_growth,146,%
yosys,synth_top_area_share,0.154,
timing,fin_hold_ws,3630,ps
global_routing,grt_overflow,0,
run,tool_warnings,32,
timing,finalHoldViolCount,0,
timing,setup-violations-final,0,
timing,relSlewSlack,0.429,
yosys,common_cells,"a22oi_1, a22o_1, nand3_1",
timing,finalCritPeriodShare,0.831,
timing,final.min_clock_period,5570,ps
min_path,hold_path.class,"in -> out",
yosys,synth_area,4100,um^2
global_routing,grt_pass1_wl,62600,um
global_routing,antenna_found_initial,0,
pwr,p_per_area,68.0,nW/um^2
-- kinds of logic (layout without fill, tap and decap cells) --
family                 Yosys count  count (layout)  synth area share
AOI/OAI and AO/OA              363             363             0.683
buffers and inverters           86             573             0.101
muxes                           24              24            0.0587
other                            0               2                 0
and+or+nand+nor                134             134             0.157
-- metrics by stage --
step | util | worst slack, ps | total power [uW] | instances
6_report | 0.240 | 1130 | 685 | 1635
2_1_floorplan | - | 2780 | 205 | 607
3_3_place_gp | 0.240 | 1120 | 690 | 1633
4_1_cts | 0.240 | 1070 | 692 | 1633
5_1_grt | 0.240 | 917 | 729 | 1633
3_5_place_dp | 0.240 | 1080 | 689 | 1633
-- critical path, cell delays in order --
cell             delay [ps]
buf_4                   490
inv_2                   470
o21ai_0                 460
a31oi_1                 260
a2111oi_2               600
a21oi_1                 150
clkdlybuf4s50_1         440
-- routing by layer --
layer  part of all wire  wire length (um)  track usage
met1               0.39             18100        0.201
met2               0.50             23400        0.305
met3              0.084              3890       0.0434
met4              0.025              1160       0.0370
met5                  0                 0            0
-- worst min path at each step --
stage,slack [ps],end,depth (start not counted)
6_report,3630,Y[30],4
4_1_cts,3630,Y[30],4
5_1_grt,3650,Y[5],4
-- placed cells by master (no fill, tap or decap), types with 4 or more instances in the layout --
master,n
a21oi_1,30
nor2b_4,5
a211o_1,23
nand2_1,13
mux2i_1,24
a22oi_1,84
o21ai_0,38
clkdlybuf4s50_1,544
a211oi_1,4
nand2b_1,5
nor2_1,35
a31oi_1,28
nand3_1,50
a22o_1,56
a2111oi_2,20
o22ai_1,32
a221oi_1,28
nor3_1,4
buf_4,24
-- final cells by class --
class                           count  area, um^2
Timing Repair Buffer              570        5640
Inverter                            3        11.3
Multi-Input combinational cell    521        3750
Tap cell                          539         674
Fill cell                        4606       31900
Antenna cell                        2        5.00
-- power by group through the flow --
stage	registers, uW	clock network, uW	logic [uW]
CTS	0	0	692
global route	0	0	729
Power is estimated from default activity; no workload was simulated.
