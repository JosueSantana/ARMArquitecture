<file path="design.v">
module mux_2x1(output reg [31:0] Y, input S,input [31:0] I0, I1);
	always @(S, I0, I1)
		if(S) Y=I1;
		else Y=I0;
endmodule
</file>
<file path="run.sh">
#!/bin/bash
# OpenROAD 26Q1-2900-gdf79404cd8, Yosys 0.63+post, stock flow scripts
make -C /OpenROAD-flow-scripts/flow DESIGN_CONFIG=/design/flow/config.mk WORK_HOME=/design/flow/orfs finish
</file>
<file path="config.mk">
export PLATFORM = sky130hd
export DESIGN_NAME = mux_2x1
export DESIGN_NICKNAME = mux_2x1
export VERILOG_FILES = /design/flow/design.v
export SDC_FILE = /design/flow/constraint.sdc
export NUM_CORES = 4
export LEC_CHECK = 1
export CORE_AREA = 10 10 71 71
export DIE_AREA = 0 0 81 81
</file>
<file path="constraint.sdc">
current_design mux_2x1

set clk_period 1.0
set clk_io_pct 0.2

create_clock -name clk0 -period $clk_period

set non_clock_inputs [all_inputs -no_clocks]
set_input_delay [expr $clk_period * $clk_io_pct] -clock clk0 $non_clock_inputs
set_output_delay [expr $clk_period * $clk_io_pct] -clock clk0 [all_outputs]
</file>
==> impl_metrics.tcl <==
# flow metrics
set metrics [dict create \
    leakagePower_nw 0.8596 \
    fmax_ghz 0.9168 \
    finalHoldViolCount 0 \
    critical_path_class "in2out" \
    worst_pin_slew_ps 110.5 \
    ys_types 4 \
    cp_data_arrival_time_ps 890 \
    routed-wl-met2_mm 1.493 \
    drv_slew 0 \
    remaining_drc_errors 0 \
    drt_iter0_drc 7 \
    grt_max_degree 9 \
    num_antenna_cells 0 \
    peakVddDrop_v 0.0001696 \
    grt_pass1_wl_mm 4.181 \
    num_io_pins 97 \
    fin_crit_ps 1091 \
    antenna_found_initial 0 \
    overflow 0 \
    yosys_area_um2 544.3 \
    min-delay-path-class "in2out" \
    ant_nets 0 \
    synth_cells 36 \
    critPathRequiredTime_ps 800 \
    dieWidth_um 81 \
    status "finished, violations left" \
    cp-end-kind "primary output" \
    numPortBuffers 97 \
    yosys_warnings 1 \
    met1_length_mm 1.107 \
    core.rowCount 22 \
    finalCritPeriodShare_pct 109.1 \
    n_sequential_cell 0 \
    area_delta_synth_final_pct 192.6 \
    synth.cell_area_um2 544.3 \
    dpl.cell_count 180 \
    p_total_mw 0.6320 \
    violations "setup timing" \
    seq_area_um2 0 \
    crit_chain "buf_16 > buf_16 > mux2_4 > buf_6" \
    die_h_um 81 \
    logic_area_um2 480.5 \
    grt_pass1_vias 787 \
    crit_path_max_fanout 8 \
    drtPass1Iterations 2 \
    avgSynthCellArea_um2 15.12 \
    cpMaxStageDelayCell "mux2_4" \
    rsz0062_at_grt "yes" \
    totalWireLength_mm 2.948 \
    slew_headroom_pct 92.63 \
    cellPowerDensity_nw_per_um2 396.8 \
    post_drt_via_cell_ratio 3.837 \
    drv_cap 0 \
    warning_count 34 \
    startpoint_type "input pin" \
    max_stage_delay_ps 300 \
    drive_above_1_share_pct 52.94 \
    post_cts_buffers 0 \
    dieArea_um2 6561 \
    crit_top_cell "buf_16" \
    dp_hpwl_mm 2.534 \
    yosysCellCount 36 \
    n_fill_cell 369 \
    setup_violations 31 \
    topRoutingLayerUsed "met3" \
    fin_ws_ps -90.77 \
    gp_congestion 0.8093 \
    fin_cells 184 \
    worstHoldStart "I1[29]" \
    fp_util_pct 14.98 \
    grt.total_usage_pct 8.085 \
    wire_per_inst_um 16.02 \
    num_vias 706 \
    ys_seq_share_pct 0 \
    crit_start "S" \
    wl_met3_um 347 \
    clkbuf_count 0 \
    core_area_um2 3633 \
]
-- through the flow --
stage / util, % / setup TNS [ps] / setup WS, ps / hold slack, ps / instance area, um2
2_1_floorplan: - / 0 / 66.90 / 497.7 / 544.3
3_3_place_gp: 42.56 / -15910 / -520.8 / 1188 / 1546
3_5_place_dp: 42.56 / -15940 / -519.4 / 1201 / 1546
4_1_cts: 42.08 / -2744 / -96.25 / 775.5 / 1529
5_1_grt: 43.84 / -3156 / -112.8 / 792.2 / 1593
6_report: 43.84 / -2608 / -90.77 / 769.9 / 1593
-- cell usage in the layout (no fill, tap or decap), drive strengths merged --
cell type,instances
buf,40
clkdlybuf4s15,2
dlygate4sd2,62
mux2,32
-- final timing paths --
check / to / cells after the start / slack (ps)
worst max-delay path: Y[25] / 4 / -90
worst min-delay path: Y[29] / 3 / 770
-- layer usage --
layer,up-vias,GRT usage (%)
li1,341,-
met1,315,9.483
met2,50,14.41
met3,0,3.229
met4,0,0
met5,-,0
-- cell families (layout without fill, tap and decap cells) --
kind of cell	after synthesis	after routing	share of synthesized area [%]
mux	32	32	86.90
buf+inv	4	104	13.10
-- power breakdown --
group          leakage [nW]  internal [mW]  total, mW  switching [mW]
clock network             0              0          0               0
logic                 0.860          0.490      0.632           0.142
registers                 0              0          0               0
-- cells in the mapped netlist, drive strengths merged --
master | n | area share (%)
mux2 | 32 | 87
buf | 4 | 13
-- layout make-up --
cell class / instances / share of cell area [%]
Tap cell: 48 / 3.771
Multi-Input combinational cell: 32 / 30.16
Timing Repair Buffer: 104 / 66.06
-- timing repair --
action,in CTS,in global routing
hold endpoints to repair,0,0
setup endpoints to repair,32,32
hold buffers,0,0
cloned,4,0
resized,185,11
-- worst max-delay path, delay by kind of cell --
family | cells | cell delay (ps)
buffers and inverters | 3 | 390
muxes | 1 | 300
Power and IR drop assume default switching activity.
